===== design.v =====
interface uart_interface(clk,rst);
	input clk,rst;
	logic 	    PSEL;
	logic[7:0]  tx_data;
	logic	    tx_valid;
	logic 	    tx_ready;
	logic	    txd;
	logic	    rxd;
	logic[7:0]  rx_data;
	logic 	    rx_valid;
endinterface
module uart #(
  parameter CLK_FREQ = 50000000,   
  parameter BAUD_RATE = 9600       
)(
  input  logic       clk,
  input  logic       reset_n,      
  input  logic [7:0] tx_data,
  input  logic       tx_valid,
  output logic       tx_ready,
  output logic       txd,
  input  logic       rxd,
  output logic [7:0] rx_data,
  output logic       rx_valid
);
  localparam integer BAUD_DIV = CLK_FREQ / BAUD_RATE;
  logic [$clog2(BAUD_DIV)-1:0] baud_cnt;
  logic baud_tick;
  always_ff @(posedge clk or negedge reset_n) begin
    if (!reset_n) begin
      baud_cnt  <= 0;
      baud_tick <= 0;
    end else begin
      if (baud_cnt == BAUD_DIV-1) begin
        baud_cnt  <= 0;
        baud_tick <= 1;
      end else begin
        baud_cnt  <= baud_cnt + 1;
        baud_tick <= 0;
      end
    end
  end
  typedef enum logic [2:0] {
    TX_IDLE,
    TX_START,
    TX_DATA,
    TX_STOP
  } tx_state_t;
  tx_state_t tx_state;
  logic [2:0] tx_bit_cnt;
  logic [7:0] tx_shift;
  assign tx_ready = (tx_state == TX_IDLE);
  always_ff @(posedge clk or negedge reset_n) begin
    if (!reset_n) begin
      tx_state   <= TX_IDLE;
      txd        <= 1'b1;  
      tx_bit_cnt <= 0;
      tx_shift   <= 0;
    end else if (baud_tick) begin
      case (tx_state)
        TX_IDLE: begin
          if (tx_valid) begin
            tx_shift   <= tx_data;
            tx_state   <= TX_START;
            txd        <= 1'b0;  
          end
        end
        TX_START: begin
          tx_state   <= TX_DATA;
          tx_bit_cnt <= 0;
        end
        TX_DATA: begin
          txd       <= tx_shift[0];
          tx_shift  <= tx_shift >> 1;
          if (tx_bit_cnt == 7)
            tx_state <= TX_STOP;
          else
            tx_bit_cnt <= tx_bit_cnt + 1;
        end
        TX_STOP: begin
          txd      <= 1'b1;  
          tx_state <= TX_IDLE;
        end
      endcase
    end
  end
  typedef enum logic [2:0] {
    RX_IDLE,
    RX_START,
    RX_DATA,
    RX_STOP
  } rx_state_t;
  rx_state_t rx_state;
  logic [2:0] rx_bit_cnt;
  logic [7:0] rx_shift;
  logic [15:0] rx_sample_cnt;
  logic rx_valid_reg;
  assign rx_valid = rx_valid_reg;
  always_ff @(posedge clk or negedge reset_n) begin
    if (!reset_n) begin
      rx_state      <= RX_IDLE;
      rx_bit_cnt    <= 0;
      rx_shift      <= 0;
      rx_valid_reg  <= 0;
      rx_sample_cnt <= 0;
      rx_data       <= 0;
    end else begin
      rx_valid_reg <= 0;  
      case (rx_state)
        RX_IDLE: begin
          if (!rxd) begin  
            rx_state      <= RX_START;
            rx_sample_cnt <= BAUD_DIV/2;  
          end
        end
        RX_START: begin
          if (rx_sample_cnt == 0) begin
            if (!rxd) begin
              rx_state      <= RX_DATA;
              rx_bit_cnt    <= 0;
              rx_sample_cnt <= BAUD_DIV-1;
            end else begin
              rx_state <= RX_IDLE;  
            end
          end else
            rx_sample_cnt <= rx_sample_cnt - 1;
        end
        RX_DATA: begin
          if (rx_sample_cnt == 0) begin
            rx_shift <= {rxd, rx_shift[7:1]};
            if (rx_bit_cnt == 7)
              rx_state <= RX_STOP;
            else
              rx_bit_cnt <= rx_bit_cnt + 1;
            rx_sample_cnt <= BAUD_DIV-1;
          end else
            rx_sample_cnt <= rx_sample_cnt - 1;
        end
        RX_STOP: begin
          if (rx_sample_cnt == 0) begin
            if (rxd) begin  
              rx_data      <= rx_shift;
              rx_valid_reg <= 1;
            end
            rx_state <= RX_IDLE;
          end else
            rx_sample_cnt <= rx_sample_cnt - 1;
        end
      endcase
    end
  end
endmodule

===== config.mk =====
export PLATFORM = sky130hd
export DESIGN_NAME = uart
export DESIGN_NICKNAME = uart
export VERILOG_FILES = /design/flow/design.v
export SDC_FILE = /design/flow/constraint.sdc
export NUM_CORES = 4
export LEC_CHECK = 1
export CORE_UTILIZATION = 40

===== run.sh =====
#!/bin/bash
# OpenROAD 26Q1-2900-gdf79404cd8, Yosys 0.63+post, stock flow scripts
make -C /OpenROAD-flow-scripts/flow DESIGN_CONFIG=/design/flow/config.mk WORK_HOME=/design/flow/orfs finish

===== constraint.sdc =====
current_design uart

set clk_period 4.1
set clk_io_pct 0.2

create_clock -name clk0 -period $clk_period [get_ports {clk}]

set non_clock_inputs [all_inputs -no_clocks]
set_input_delay [expr $clk_period * $clk_io_pct] -clock clk0 $non_clock_inputs
set_output_delay [expr $clk_period * $clk_io_pct] -clock clk0 [all_outputs]

==> run_results.csv <==
group,metric,value,unit
run_status,status,"complete, no violations",
die,rows,33,
synth,yosys.area.top_type,"dfrtp_1",
synth,synthCells,312,
synth,syn_avg_cell_area,11.0,um2
routing,vias,2421,
worst_hold_path,min_path_type,"flip-flop to flip-flop",
synth,yosys.area_share.aoi,0.150,
synth,yosysWarnings,1,
pwr,peakVddDrop,0.000295,V
worst_setup_path,path_class,"flip-flop to flip-flop",
synth,yosysUniqueCellTypes,67,
synth,ff_type,"dfrtp_1",
pwr,power.density,470,nW/um2
clocking,cts_max_level,3,
timing,hold_viol,0,
synth,ys_sh_simple,0.173,
clocking,clk_pin_slew,0.07,ns
timing,fin_crit,2.37,ns
routing,drc,0,
run,warning_count,26,
finish,final_area,3930,um2
clocking,cts.path.max_buffers,2,
synth,yosysChipArea,3420,um2
finish,largest_reg_flops,16,
routing,wl_met3,364,um
timing,rsz0062_at_grt,"false",
worst_setup_path,worstPathMaxFanout,11,
clocking,clkLatencyLatePin,0.34,ns
synth,synth.most_common_cell,"dfrtp_1",
clocking,numCtsBuffers,9,
routing,routed_wl,6.47,mm
die,coreArea,8260,um2
synth,area_leaders,"dfrtp_1 (49%), mux2_2 (5.6%), nand2_1 (4.1%)",
synth,edf_count,0,
grt,overflow,0,
place,gp_congestion,0.939,
synth,top_logic_kind,"simple AND/OR/NAND/NOR gates",
pwr,power.leakage,1.77,nW
synth,ys_sh_xor,0.0256,
synth,numSynthFlops,70,
clocking,clock_sinks,70,
place,port_buffers,22,
finish,reg.largest.list,"rx_sample_cnt (16), baud_cnt (13)",
grt,antenna_found_initial,0,
finish,mi_logic_area,1560,um2
synth,adder_share,0.0256,
timing,worst_pin_slew,0.737,ns
grt,grt_usage,0.170,
routing,drt_first_pass_iters,4,
finish,regMostFlops,"rx_sample_cnt",
finish,nFillCells,766,
place,dp_cells,429,
place,place_hpwl,4.35,mm
timing,max_freq,422,MHz
grt,grt_pass1_vias,2444,
worst_setup_path,crit_arrival,2.59,ns
synth,ys_sh_mux,0.0808,
routing,route.met2.wl,2.87,mm
synth,synthArstFlopShare,1.00,
clocking,cts_hold_buf,0,
worst_setup_path,crit_required,4.32,ns
die,initCoreUtil,0.414,
worst_setup_path,cp-start-kind,"flip-flop",
clocking,cts_tree,"yes",
routing,via_per_inst,5.44,
synth,syn-cell-area,3420,um2
run,max_cap_violations,0,
routing,ant_nets,0,
timing,tns,0,ns
die,ios,23,
timing,max-slew-margin-rel,0.505,
routing,insertedDiodeCount,0,
routing,routed.top_layer,"met4",
finish,drive_gt1_frac,0.156,
timing,finClkSkew,0.00849,ns
synth,common_cells,"dfrtp_1 (67), nand2_1 (37), o21ai_0 (21)",
routing,drt-met1-wl,3.18,mm
die,die_height,94.5,um
finish,areaGrowthSynthToFinish,14.7,%
worst_setup_path,end_kind,"flip-flop",
synth,top_area_frac,0.490,
timing,setup_violations,0,
clocking,post_cts_buffers,0,
finish,final_cells,445,
die,die_x,94.5,um
die,chipArea,8930,um2
timing,whs,0.485,ns
synth,yosysSeqAreaShare,0.513,
place,place_area,3700,um2
finish,flop_area,1760,um2
clocking,root_buffer,"clkbuf_8",
routing,initialDrtViolationCount,87,
timing,period_used_share,0.578,
grt,grt_first_pass_wirelength,11.5,mm
synth,ys_cells,312,
timing,maxSlewViolCount,0,
grt,grt_max_degree,43,
clocking,post_cts_resized,0,
routing,wl_per_cell,14.5,um
[worst paths after layout]
path	from	end	cells past startpoint	slack (ns)
min reg2reg	tx_shift[4]$_DFFE_PN0P_	tx_shift[4]$_DFFE_PN0P_	2	0.49
max in group asynchronous	reset_n	rx_shift[1]$_DFFE_PN0P_	2	2.60
max	rx_sample_cnt[0]$_DFFE_PN0P_	rx_data[5]$_DFFE_PN0P_	6	1.73
max reg2reg	rx_sample_cnt[0]$_DFFE_PN0P_	rx_data[5]$_DFFE_PN0P_	6	1.73
min	tx_shift[4]$_DFFE_PN0P_	tx_shift[4]$_DFFE_PN0P_	2	0.49
min in group asynchronous	reset_n	tx_shift[3]$_DFFE_PN0P_	1	0.51
[worst max-delay path, stage by stage, from the launching register on]
cell	delay (ns)
dfrtp_1	0.43
inv_1	0.10
ha_1	0.16
nor4b_2	0.30
and4_4	0.40
and3_1	0.47
mux2_2	0.38
[metrics by stage]
stage	power [W]	util	setup slack [ns]
2_1_floorplan	0.00116	-	2.23
3_3_place_gp	0.00124	0.448	1.48
3_5_place_dp	0.00124	0.448	1.42
4_1_cts	0.00187	0.475	1.70
5_1_grt	0.00197	0.475	1.56
6_report	0.00185	0.475	1.73
[metal layers]
| layer | GRT usage | vias to the layer above |
|---|---|---|
| met5 | 0 | - |
| met4 | 0.0202 | 0 |
| met3 | 0.0531 | 7 |
| met2 | 0.252 | 63 |
| met1 | 0.263 | 1173 |
| li1 | - | 1178 |
[report_power, final]
part / switching [W] / internal [W]
registers: 0.000145 / 0.000783
clock network: 0.000255 / 0.000360
logic: 0.000144 / 0.000159
total: 0.000545 / 0.00130
[layout by cell type (no fill, tap or decap), types with 2 or more instances in the layout]
cell type / instances
o41ai_1: 2
nor2_1: 14
nand3_1: 12
o21ai_0: 21
o211ai_1: 2
o31ai_1: 3
nand2b_1: 3
nand4_1: 2
a22o_1: 14
a21oi_1: 8
mux2_2: 17
nor4_1: 2
and3_1: 3
bufinv_16: 2
or3_1: 3
nor3_1: 9
dfrtp_1: 67
dfstp_2: 3
xnor2_1: 3
inv_1: 8
a21boi_0: 2
nor2b_1: 3
or4_1: 2
nor4_2: 2
o21ai_1: 2
o22a_1: 2
ha_1: 7
mux2i_1: 7
a21o_1: 3
xor2_1: 7
clkbuf_8: 10
buf_4: 2
nand2_1: 37
clkdlybuf4s50_1: 21
[cell type report]
type | count | area share
clock buffer | 11 | 0.0360
clock inverter | 5 | 0.0207
inverter | 8 | 0.00765
multi-input combinational | 222 | 0.396
sequential | 70 | 0.447
tap | 105 | 0.0335
timing repair buffer | 24 | 0.0586
[cell families after synthesis]
logic type,Yosys count
simple gates,107
compound gates,73
flops,70
mux,25
buf+inv,20
xor+xnor,10
fa+ha+maj,7
No activity file was given, so power comes from the tool's default toggle rates.
